==> flow/design.v <==
`timescale 1ns / 1ns  
module drawlines(
			SW,
			CLOCK_50,
			LEDR,
			KEY,
			VGA_R,
			VGA_G,
			VGA_B,
			VGA_HS,
			VGA_VS,
			VGA_BLANK,
			VGA_SYNC,
			VGA_CLK, HEX0, HEX1, HEX2, HEX3, HEX4, HEX5);
	input [9:0] SW;
	input [3:0] KEY;
	input CLOCK_50;
	output [9:0] LEDR;
	output [9:0] VGA_R;
	output [9:0] VGA_G;
	output [9:0] VGA_B;
	output	VGA_HS,
			VGA_VS,
			VGA_BLANK,
			VGA_SYNC,
			VGA_CLK;
	output [7:0] HEX0, HEX1, HEX2, HEX3, HEX4, HEX5; 
	wire       resetN;
	wire       XorY_sel, XorY_store;
	wire [8:0] XorY_val;
	wire [2:0] colour;
	assign resetN     = KEY[0];
	assign XorY_store = KEY[1];
	assign XorY_val   = SW[8:0];
	assign XorY_sel   = SW[9];
	assign colour     = 3'b101;
	reg       line_go, line_done;
	reg [8:0] X_0, X_1, X_in;
	reg [8:0] Y_0, Y_1, Y_in;
	reg [8:0] to_VGA_x;
	reg [7:0] to_VGA_y;
	reg       plot;
	reg line_go_save;
	wire go;
	vga_adapter VGA(
				.resetn(resetN),
				.clock(CLOCK_50),
				.colour(colour),
				.x(to_VGA_x),
				.y(to_VGA_y),
				.plot(plot),
				.VGA_R(VGA_R),
				.VGA_G(VGA_G),
				.VGA_B(VGA_B),
				.VGA_HS(VGA_HS),
				.VGA_VS(VGA_VS),
				.VGA_BLANK(VGA_BLANK),
				.VGA_SYNC(VGA_SYNC),
				.VGA_CLK(VGA_CLK));
			defparam VGA.RESOLUTION = "320x240";				
			defparam VGA.MONOCHROME = "FALSE";
			defparam VGA.BITS_PER_COLOUR_CHANNEL = 1;	
			defparam VGA.BACKGROUND_IMAGE = "background.mif";
	parameter [9:0] get_steep_S = 10'b0000000001, compareSteep_S = 10'b0000000010, swapXandY_S = 10'b0000000100, swapX_S = 10'b0000001000, initializeVariables_S = 10'b0000010000, plot_S = 10'b0000100000,
		increment_S = 10'b0001000000, checkDone_S = 10'b0010000000, done_S = 10'b0100000000, wait_S = 10'b1000000000, checkForSwapX_S = 10'b1000000001;
	reg steep, loadCounter, enableCounter, loadError, incrementX, incrementY, calculateXError, calculateYError, swapXandYEnable, swapXEnable, resetXandY, calculateSteep, loadPosition,
		calculateDelta, enableGo, disableGo;
	wire error_gt_0, x_lt_x1;
	reg [8:0] xPosition, initialX;
	reg [8:0] yPosition, initialY;
	reg [8:0] deltaX;
	reg [9:0] error;
	reg [8:0] deltaY;
	reg [9:0] currentState, nextState;
	reg yStep;
	wire x0_gt_x1;
	assign  x0_gt_x1 = (X_0 > X_1);
	always@(*) begin
		case(currentState) 
			wait_S: begin
				if (line_go)
					nextState = get_steep_S;
				else
					nextState = wait_S;
			end
			get_steep_S: begin
				nextState = compareSteep_S;
			end
			compareSteep_S: begin
				if (steep) nextState = swapXandY_S;
				else if (x0_gt_x1) nextState = swapX_S;
				else nextState = initializeVariables_S;
			end
			swapXandY_S: begin
				 nextState  = checkForSwapX_S;
			end
			checkForSwapX_S:
				if (x0_gt_x1) nextState = swapX_S;
				else nextState = initializeVariables_S;
			swapX_S: begin
				nextState = initializeVariables_S;
			end
			initializeVariables_S: begin
				nextState = plot_S;
			end
			plot_S: begin
				nextState = increment_S;
			end
			increment_S: begin  
				nextState = checkDone_S;
			end
			checkDone_S: begin
				if (xPosition <= X_1)
					nextState = plot_S;
				else
					nextState = done_S;
			end
			done_S: begin
					nextState = wait_S;
			end
			default: nextState = wait_S;
		endcase
	end
	always@(*) begin
		swapXandYEnable = 0;
		swapXEnable = 0;
		loadCounter = 0;
		enableCounter = 0;
		plot = 0;
		loadError = 0;
		incrementX = 0;
		incrementY = 0;
		calculateXError = 0;
		calculateYError = 0;
		line_done = 0;
		resetXandY = 0;
		calculateSteep = 0;
		calculateDelta = 0;
		loadPosition = 0;
		disableGo = 0;
		case(currentState) 
			get_steep_S: begin
				calculateSteep = 1;
			end
			swapXandY_S: begin 
				swapXandYEnable = 1;
			end
			swapX_S: begin
				swapXEnable = 1;
			end
			initializeVariables_S: begin
				loadError = 1;
				resetXandY = 1;
				calculateDelta = 1;
			end
			plot_S: begin
				plot = 1;
				calculateYError = 1;
				loadPosition = 1;
			end
			increment_S: begin
				if (error_gt_0) begin
					incrementY = 1;
					calculateXError = 1;
				end
				else begin
					incrementY = 0;
					calculateXError = 0;
				end
				incrementX = 1;
			end
			checkDone_S: begin
				disableGo = 1;
			end
			done_S: begin	
				line_done = 1;
				end
			default: plot = 0;
		endcase
	end
	reg [15:0] currentStateUI, nextStateUI;
	reg load, resetPosition, update;
	parameter [15:0] reset_S = 16'b0000010000000000, load_S = 16'b0000100000000000, go_S = 16'b0001000000000000, updatePosition_S = 16'b0010000000000000, waitInput_S = 16'b0100000000000000, waitLDA_S = 16'b1000000000000000;
	always@(posedge CLOCK_50, negedge resetN) begin
		if (~resetN) begin
			currentState = wait_S;
			currentStateUI = reset_S;
		end
		else begin
			currentState = nextState;
			currentStateUI = nextStateUI;
		end
	end
	always@(*) begin
		case(currentStateUI) 
			reset_S: begin
				nextStateUI = waitInput_S;
			end
			waitInput_S: begin
				if (!XorY_store) begin
					nextStateUI = load_S;
				end	
				else if (!go && line_go_save) begin
					nextStateUI = go_S;
				end
				else begin
					nextStateUI = waitInput_S;
				end
			end
			load_S: begin
				nextStateUI = waitInput_S;
			end
			go_S: begin
				nextStateUI = waitLDA_S;
			end
			waitLDA_S: begin
				if (line_done)
					nextStateUI = updatePosition_S;
				else
					nextStateUI = waitLDA_S;
			end
			updatePosition_S: begin
				nextStateUI = waitInput_S;
			end
			default: nextStateUI = reset_S;
		endcase
	end
	always@(*) begin
		line_go = 0;
		case(currentStateUI) 
			reset_S: begin
				resetPosition = 1;
				update = 0;
				load = 0;
			end
			waitInput_S: begin
				resetPosition = 0;
				update = 0;
				enableGo = 0;
				load = 0;
			end
			load_S: begin
				resetPosition = 0;
				update = 0;
				load = 1;
			end
			go_S: begin
				resetPosition = 0;
				update = 0;
				line_go = 1;
				load = 0;
			end
			waitLDA_S: begin
				resetPosition = 0;
				update = 0;
				line_go = 0;
				load = 0;
			end
			updatePosition_S: begin
				resetPosition = 0;
				update = 1;
				load = 0;
			end
		endcase
	end
	always@(posedge CLOCK_50) begin
		if (resetPosition) begin
			X_0 <= 0;
			Y_0 <= 0;
			X_1 <= 0;
			Y_1 <= 0;
			initialX <= 0;
			initialY <= 0;
		end
		else if (load) begin
			if (XorY_sel) begin
				X_1[8:0] <= XorY_val[8:0];
				initialX <= XorY_val;
			end
			else begin
				Y_1 <= {1'b0, XorY_val[7:0]};
				initialY <= XorY_val;
			end
		end
		else if (update) begin
			X_0[8:0] <= initialX[8:0];
			Y_0[8:0] <= {1'b0, initialY[7:0]};
			X_1[8:0] <= initialX[8:0];
			Y_1[8:0] <= {1'b0, initialY[7:0]};
		end
		else if (swapXandYEnable) begin
			X_0 <= Y_0;
			Y_0 <= X_0;
			X_1 <= Y_1;
			Y_1 <= X_1;
		end
		else if (swapXEnable) begin
			X_0 <= X_1;
			X_1 <= X_0;
			Y_0 <= Y_1;
			Y_1 <= Y_0;
		end
	end
	assign go = KEY[2];
	always@(posedge CLOCK_50, negedge resetN) begin
		if (!resetN) begin
			line_go_save <= 1;
		end
		else begin
			line_go_save <= KEY[2];
		end
	end
	assign error_gt_0 = ((0 < error) && (error <= 9'd511));
	always@(posedge CLOCK_50, negedge resetN) begin
		if (!resetN) 
			error <= 0;
		else if (loadError)
			error <= {1'b0,(~(deltaX >>1))+1};
		else if (calculateYError)
			error <= error + {deltaY[8], deltaY};
		else if (calculateXError)	
			error <= error + ~{1'b0, deltaX} + 1'b1;  
	end
	always@(posedge CLOCK_50) begin
		if (resetXandY) begin
			xPosition <= X_0;
			yPosition <= Y_0;
		end
		if (incrementX)
			xPosition <= xPosition + 1;
		if (incrementY) begin
			if(yStep) 
				yPosition <= yPosition + 9'd1;
			else 
				yPosition <= yPosition - 1;
		end
	end
	always@(posedge CLOCK_50, negedge resetN) begin
		if (!resetN) begin
			to_VGA_x <= 0;
			to_VGA_y <= 0;
		end
		else if (loadPosition) begin
			if (steep) begin
				to_VGA_x[8:0] <=  yPosition[8:0];
				to_VGA_y[7:0] <= xPosition[7:0];
			end
			else begin
				to_VGA_x[8:0] <= xPosition[8:0];
				to_VGA_y[7:0] <= yPosition[7:0];
			end
		end
	end
	always@(posedge CLOCK_50, negedge resetN) begin
		if (!resetN)
			steep <= 0;
		else if (calculateSteep) begin
			if (Y_1 > Y_0) begin
				if (X_1 > X_0) begin
					steep <= ((Y_1 - Y_0) > (X_1 - X_0));
				end
				else begin
					steep <= ((Y_1 - Y_0) > (X_0 - X_1));
				end
			end
			else begin
				if (X_1 > X_0) begin
					steep <= ((Y_0 - Y_1) > (X_1 - X_0));
				end
				else begin
					steep <= ((Y_0 - Y_1) > (X_0 - X_1));
				end
			end
		end
	end
	always@(posedge CLOCK_50, negedge resetN) begin
		if (!resetN) begin
			deltaX <= 0;
			deltaY <= 0;
			yStep <= 0;
		end
		else if (calculateDelta) begin
			if (Y_0 < Y_1) begin
				deltaY <= Y_1 - Y_0;
				yStep <= 1;
			end
			else begin
				deltaY <= Y_0 - Y_1;
				yStep <= 0;
			end
			deltaX <= X_1 - X_0;
		end
	end
	assign LEDR[9:0] = currentState[9:0];
endmodule
module hex_digits(x, hex_LEDs);
	input [3:0] x;
	output [6:0] hex_LEDs;
	assign hex_LEDs[0] = 	(~x[3] & ~x[2] & ~x[1] & x[0]) |
							(~x[3] & x[2] & ~x[1] & ~x[0]) |
							(x[3] & x[2] & ~x[1] & x[0]) |
							(x[3] & ~x[2] & x[1] & x[0]);
	assign hex_LEDs[1] = 	(~x[3] & x[2] & ~x[1] & x[0]) |
							(x[3] & x[1] & x[0]) |
							(x[3] & x[2] & ~x[0]) |
							(x[2] & x[1] & ~x[0]);
	assign hex_LEDs[2] = 	(x[3] & x[2] & ~x[0]) |
							(x[3] & x[2] & x[1]) |
							(~x[3] & ~x[2] & x[1] & ~x[0]);
	assign hex_LEDs[3] =	(~x[3] & ~x[2] & ~x[1] & x[0]) | 
							(~x[3] & x[2] & ~x[1] & ~x[0]) | 
							(x[2] & x[1] & x[0]) | 
							(x[3] & ~x[2] & x[1] & ~x[0]);
	assign hex_LEDs[4] = 	(~x[3] & x[0]) |
							(~x[3] & x[2] & ~x[1]) |
							(~x[2] & ~x[1] & x[0]);
	assign hex_LEDs[5] = 	(~x[3] & ~x[2] & x[0]) | 
							(~x[3] & ~x[2] & x[1]) | 
							(~x[3] & x[1] & x[0]) | 
							(x[3] & x[2] & ~x[1] & x[0]);
	assign hex_LEDs[6] = 	(~x[3] & ~x[2] & ~x[1]) | 
							(x[3] & x[2] & ~x[1] & ~x[0]) | 
							(~x[3] & x[2] & x[1] & x[0]);
endmodule
==> flow/run.sh <==
#!/bin/bash
# OpenROAD 26Q1-2900-gdf79404cd8, Yosys 0.63+post, stock flow scripts
make -C /OpenROAD-flow-scripts/flow DESIGN_CONFIG=/design/flow/config.mk WORK_HOME=/design/flow/orfs finish
==> flow/config.mk <==
export PLATFORM = sky130hd
export DESIGN_NAME = hex_digits
export DESIGN_NICKNAME = hex_digits
export VERILOG_FILES = /design/flow/design.v
export SDC_FILE = /design/flow/constraint.sdc
export NUM_CORES = 4
export LEC_CHECK = 1
export CORE_AREA = 10 10 70 70
export DIE_AREA = 0 0 80 80
==> flow/constraint.sdc <==
current_design hex_digits

set clk_period 1.3
set clk_io_pct 0.2

create_clock -name clk0 -period $clk_period

set non_clock_inputs [all_inputs -no_clocks]
set_input_delay [expr $clk_period * $clk_io_pct] -clock clk0 $non_clock_inputs
set_output_delay [expr $clk_period * $clk_io_pct] -clock clk0 [all_outputs]
==> impl_metrics.ini <==
; generated from flow reports
[status]
status = completed

[global_routing]
grt_pass1_wl_um = 1660
grt_usage_pct = 3.03
antenna_found_initial = 0
grt_pass1_vias = 331
grt.overflow.total = 0
grt_max_degree = 10

[placement]
place_congestion = 0.666
io_buffer_count = 11
dpl.hpwl_um = 607

[sta]
finalHoldViolations = 0
fin_crit_sh_pct = 97.0
tightest_slew_ns = 0.137
finalSetupViolCount = 0
fin_crit_ns = 1.26
drv_slew = 0
clock.fmax_mhz = 793
rsz0062_at_grt = yes
slew_headroom_pct = 90.8
worst_hold_slack_ns = 0.794

[die]
fp.dieH_um = 80
core_area_um2 = 3420
fp_util_pct = 6.23
io_pins = 11
die_w_um = 80
fp-row-count = 21
die-area_um2 = 6400

[setup_path]
required_ns = 1.04
slowest_delay_ns = 0.19
cp_max_fo = 5
critPathLaunchType = primary input
path_cells = buf_6 > buf_12 > xor2_2 > o21ai_1 > a22o_1 > buf_2
worst-setup-path-type = primary input to output port
cp_slowest_cell = a22o_1
cp.arrival_ns = 1.00
worstSetupEndpointType = output port

[routing]
vias = 345
drt_pass1_iterations = 3
ant_nets = 0
insertedDiodeCount = 0
viasPerCell = 3.35
wl_um = 997
wire_per_inst_um = 9.68
post-route-drc-count = 0
first_iter_violations = 14

[clock_tree]
ctsHoldBuffers = 0

[synth]
synth.area.top_cells = nand3_1, o21ai_1, xor2_2
synth.distinct_cells = 21
syn_area_um2 = 213
synth_area_leader_cell = nand3_1
syn_inst = 35
ys_chip_area_um2 = 213
synth_seq_share_pct = 0
yosys_warnings = 0
yosysTopAreaCellShare_pct = 11.8
avgSynthCellArea_um2 = 6.08
yosys_cells = 35

[cells_and_area]
fillers = 381
regArea_um2 = 0
area_delta_synth_final_pct = 155
nFlopsAndLatches = 0
drive_gt1_share_pct = 71.9
nClkBuffers = 0

[job]
warnings = 34
drv_cap = 0

[power_and_ir_drop]
p_per_area_nw_per_um2 = 308
finalPower_w = 0.000167
ir_drop_uv = 58.3
p_leak_nw = 0.238

[worst_hold_path]
hold_depth = 3
hp-class = primary input to output port
-- layout make-up --
class / count / area [µm²] / share of cell area (%)
inverters: 1 / 3.75 / 0.693
multi-input cells: 30 / 235 / 43.4
well taps: 46 / 57.6 / 10.6
repair buffers: 26 / 245 / 45.3
-- placed cells by master, fill, tap and decap left out, drive strengths merged --
cell / netlist / final
a21oi: 3 / 3
a22o: 1 / 1
a31oi: 1 / 1
and2: 1 / 1
and2b: 2 / 2
and3: 1 / 1
buf: 4 / 24
clkbuf: 0 / 1
dlygate4sd2: 0 / 1
inv: 1 / 1
nand2: 2 / 2
nand2b: 1 / 1
nand3: 5 / 5
nand3b: 1 / 1
nand4: 1 / 1
nand4b: 1 / 1
nor2: 3 / 3
o21ai: 5 / 5
o2bb2ai: 1 / 1
xor2: 1 / 1
-- worst paths after layout --
path / from / endpoint / slack, ns
setup / recovery: x[3] / hex_LEDs[0] / 0.04
hold / removal: x[0] / hex_LEDs[0] / 0.79
-- power by group --
| part | total [W] | internal [W] | leakage, nW | switching, W |
|---|---|---|---|---|
| logic | 0.000167 | 0.0000989 | 0.238 | 0.0000681 |
| clock network | 0 | 0 | 0 | 0 |
| registers | 0 | 0 | 0 | 0 |
| total | 0.000167 | 0.0000989 | 0.238 | 0.0000681 |
-- critical path, delay by kind of cell --
family | cells | cell delay (ns)
buffers and inverters | 3 | 0.35
AND-OR/OR-AND | 2 | 0.26
XOR/XNOR | 1 | 0.13
-- timing repair --
item / in CTS / in global routing
gates resized: 60 / 6
setup endpoints to repair: 7 / 6
buffers inserted: 8 / 0
gates cloned: 2 / 0
pin swaps: 9 / 1
-- through the flow --
step	cells	TNS (ns)	instance area, µm²	utilization (%)	setup WS, ns
final	103	0	542	15.9	0.0387
after global routing	103	-0.00124	542	15.9	-0.00124
after CTS	103	-0.0425	531	15.5	-0.0425
after detailed placement	93	-4.75	402	11.8	-0.708
after global placement	93	-4.70	402	11.8	-0.710
after floorplan	35	0	213	-	0.298
-- synthesized netlist by cell type --
cell / number
o21ai_0: 1
nand2_1: 2
nor2_1: 3
xor2_2: 1
a22o_1: 1
buf_2: 2
o2bb2ai_1: 1
buf_4: 1
and2b_1: 2
nand3_1: 5
a31oi_1: 1
a21oi_1: 3
and2_1: 1
inv_2: 1
buf_6: 1
nand4_1: 1
o21ai_1: 4
nand2b_1: 1
nand3b_1: 1
and3_1: 1
nand4b_1: 1
-- per-layer routing --
metal	share of wire, %	wire, µm	track usage (%)	up-vias
li1	-	-	-	170
met1	49	492	4.49	170
met2	48	476	4.82	5
met3	2.8	28	0.341	0
met4	0	0	0	0
met5	0	0	0	-
-- cells by family after synthesis --
| family | share of synthesized area, % |
|---|---|
| AND/OR/NAND/NOR | 47.1 |
| AND-OR/OR-AND | 30.0 |
| buffers and inverters | 15.3 |
| XOR/XNOR | 7.65 |
Power figures rest on the tool's default switching activity, not on a simulated workload.
